==> /design/flow/design.v <==
`timescale 1ns / 1ps
module code(
    input Clk,
	 input Reset,
	 input Slt,
	 input En,
	 output reg [63:0] Output0,
	 output reg [63:0] Output1
    );
integer cnt1 = 0,cnt2 = 0;
initial begin
  Output0=0;
  Output1=0;
 end 
always @(posedge Clk) begin
  if(Reset == 1) begin
  Output0 = 0;
  Output1 = 0;
  cnt1 = 0;
  cnt2 = 0;
  end
  else begin
       if(En == 1) begin
		   if(Slt == 0) cnt1 =  cnt1 + 1;
         else cnt2 = cnt2 + 1;
       end
		 else begin 
		 cnt1 = cnt1;
		 cnt2 = cnt2;
		 end
  end		 
  if(cnt1 == 1) begin 
  Output0 = Output0 + 1;
  cnt1 = 0;
  end
  else Output0 = Output0;
  if(cnt2 == 4) begin 
  Output1 = Output1 + 1;
  cnt2 = 0;
  end
  else Output1 = Output1;
end
endmodule
==> /design/flow/run.sh <==
#!/bin/bash
# OpenROAD 26Q1-2900-gdf79404cd8, Yosys 0.63+post, stock flow scripts
make -C /OpenROAD-flow-scripts/flow DESIGN_CONFIG=/design/flow/config.mk WORK_HOME=/design/flow/orfs finish
==> /design/flow/config.mk <==
export PLATFORM = sky130hd
export DESIGN_NAME = code
export DESIGN_NICKNAME = code
export VERILOG_FILES = /design/flow/design.v
export SDC_FILE = /design/flow/constraint.sdc
export NUM_CORES = 4
export LEC_CHECK = 1
export CORE_UTILIZATION = 50
==> /design/flow/constraint.sdc <==
current_design code

set clk_period 12.0
set clk_io_pct 0.2

create_clock -name clk0 -period $clk_period [get_ports {Clk}]

set non_clock_inputs [all_inputs -no_clocks]
set_input_delay [expr $clk_period * $clk_io_pct] -clock clk0 $non_clock_inputs
set_output_delay [expr $clk_period * $clk_io_pct] -clock clk0 [all_outputs]
==> GITHUB_STEP_SUMMARY <==
### Metrics collected by this job

| Metric | Value |
|---|---|
| Run status | `complete, no violations` |
| HPWL after DPL | `18,500 µm` |
| Area leader, netlist | `dfxtp_1` |
| FF-to-FF Start | `cnt1[0]$_SDFF_PN0_` |
| RSZ-0062 raised after global routing | `false` |
| CTS H-tree depth | `4` |
| Die width | `148 µm` |
| Basic Gates by Area | `0.358` |
| First-pass GRT wire length | `45,600 µm` |
| Area share, top type | `0.360` |
| Yosys warns | `1` |
| Tmin final | `6680 ps` |
| FP Core Util | `0.509` |
| DIE AREA | `22,000 µm²` |
| GR peak layer | `met1` |
| CTS tree | `done` |
| PostCTS Resize Cnt | `0` |
| Final period utilization | `0.557` |
| Worst-margin pin slew | `900 ps` |
| Num ports | `132` |
| Final slew viol count | `0` |
| Initial antenna violation count | `0` |
| Placed Area | `12,100 µm²` |
| Syn Area/Cell | `8.04 µm²` |
| Fin util | `0.602` |
| Vias in the first global route | `8,865` |
| CTS clk-pin slew, worst paths | `70 ps` |
| Maxcap violations | `0` |
| Post-Syn Area | `10,700 µm²` |
| Final Non-Filler Cells | `1,681` |
| Postcts setup bufs | `0` |
| Tool warnings | `26` |
| Mux area share | `0.0177` |
| WP data required | `12,320 ps` |
| Root Driver | `clkbuf_16` |
| Synth flops | `192` |
| Clock sinks | `192` |
| CTS Buf Count | `17` |
| Cts hold-fix bufs | `0` |
| Std-Cell Rows | `53` |
| Vias after detailed routing | `10,200` |
| Worst hold path class | `reg2reg` |
| Core ar. | `21,000 µm²` |
| Power Density | `97.7 nW/µm²` |
| Remaining DRCs | `0` |
| Post-synth EDFFs | `0` |
| Die Y-Extent | `148 µm` |
| Worst relative slew slack | `0.400` |
| Slowest cell on crit path | `or4_1` |
| Via/cell ratio | `6.08` |
| Post-route ant nets | `0` |
| Hold WS | `487 ps` |
| Arrival time worst endpoint | `7000 ps` |
| GRT Overall Usage | `0.259` |
| Finished layout cell area | `12,700 µm²` |
| Final worst slack | `5320 ps` |
| Register share after synthesis | `0.360` |
| Final tally of hold violations | `0` |
| CP Launch Type | `input port` |
| Cells after synthesis | `1,330` |
| Drt wl/cell | `16.6 µm` |
| Setup crit end | `Output1[63]$_DFF_P_` |
| Post-route total power | `1.24 mW` |
| Final setup skew | `11.0 ps` |
| Placed Instances | `1,650` |
| YS chip area | `10,700 µm²` |
| Top cells by count | `dfxtp_1, nand2_1, a21oi_1` |
| Slowest Stage Delay on Critical Path | `770 ps` |
| Largest net degree at the start of global routing | `88` |
| Final setup fails | `0` |
| Met2 GRT Util | `0.376` |
| Met3 Use GR | `0.0379` |
| Port buffer count | `131` |
| Fraction of registers with async set/reset | `0` |
| Top area cells in the synthesized netlist | `dfxtp_1, or4_1, o31ai_1` |
| WS Path Type | `in2reg` |
| Crit path top cell by count | `nor4_1` |
| Capturing point of the worst reg2reg path | `Output0[42]$_DFF_P_` |
| Global placement routability congestion | `0.871` |
| GRT met1 Usage | `0.430` |
| Worst-path maximum fanout | `70` |
| XORs/XNORs by Area | `0.0623` |
| AO/OA Area Share | `0.149` |
| Longest Clk Path Bufs | `2` |
| Worst-skew pair later-pin latency | `430 ps` |
| CP startpoint | `En` |
| Maximum clock frequency | `150 MHz` |
| Top-count cell post-synth | `dfxtp_1` |
| Pre-CTS setup slack | `4940 ps` |
| Share of layout cells above drive strength 1 | `0.0541` |
| Yosys stat cell total | `1,330` |
| Worst vdd ir | `0.0987 mV` |
| Adder share | `0.00468` |
| Cells along the critical path | `clkdlybuf4s50_1 -> nand3_1 -> or4_1 -> o31ai_1 -> a21oi_1 -> nor4_1 -> o2111ai_4 -> buf_4 -> nor4_1 -> mux2_2` |
| Number of inserted diodes | `0` |
| R2R setup slack | `7420 ps` |
| Lkg Pwr | `3.75 nW` |
| Main flop type | `dfxtp_1` |
| Sum Neg Setup Slack | `0 ps` |
| Cell Type Count | `64` |
| First DRT Iteration DRCs | `731` |
| Final WL | `27,900 µm` |
| Worst reg2reg path depth | `10` |
| Main logic family | `simple AND/OR/NAND/NOR gates` |
| First drt pass iteration count | `5` |
| Synthesis-to-layout area growth | `18.4%` |
| Grt ovf | `0` |
| CP Capture Type | `register` |
[cell usage in the layout, fill, tap and decap left out, drive strengths merged, types with 8 or more instances in the layout]
cell and instances:
or2 11, and2 13, clkdlybuf4s50 130, nor4 44
o21ai 11, and3 30, xnor2 51, and4b 8
inv 37, nor3 47, o41ai 12, nor2 85
nand3 91, clkbuf 19, nand2 109, dfxtp 192
or4 89, or4b 10, or3 14, nand4 55
nand3b 8, o31ai 78, buf 15, a21oi 101
mux2i 11, xor2 25, and4 16, nor2b 15
[layout make-up]
class / count / area (µm²)
timing repair buffer: 145 / 1420
tap: 275 / 344
sequential: 192 / 3840
inverter: 31 / 116
multi-input combinational: 1007 / 6370
fill: 1824 / 8370
clock inverter: 12 / 125
clock buffer: 19 / 443
[critical path, delay by kind of cell]
kind / cells / cell delay, ps
AND/OR/NAND/NOR: 4 / 2030
buffers and inverters: 2 / 1180
AND-OR/OR-AND: 3 / 940
multiplexers: 1 / 370
[worst min path at each step]
| stage | end | slack [ps] | start | cells past startpoint |
|---|---|---|---|---|
| CTS | Output0[63]$_DFF_P_ | 480 | Output0[63]$_DFF_P_ | 2 |
| global route | Output1[59]$_DFF_P_ | 520 | Output1[59]$_DFF_P_ | 2 |
| finish | Output0[63]$_DFF_P_ | 490 | Output0[63]$_DFF_P_ | 2 |
[layer usage]
| metal | part of all wire | vias to the layer above |
|---|---|---|
| li1 | - | 5157 |
| met1 | 0.51 | 4799 |
| met2 | 0.43 | 252 |
| met3 | 0.053 | 12 |
| met4 | 0.0071 | 0 |
| met5 | 0 | - |
[cells by family (layout without fill, tap and decap cells)]
group	count (synthesis)	after routing
DFF	192	192
and+or+nand+nor	669	669
buffers and inverters	131	207
xor gates and xnor gates	76	76
muxes	18	18
adders and majority gates	4	4
AOI/OAI and AO/OA	240	240
[registers in the layout (all words and copies together) (netlist names)]
name     flops
Output1     64
cnt1        32
Output0     64
cnt2        32
[power breakdown]
group / internal (mW) / switching (mW) / total (mW) / leakage, nW
logic: 0.00939 / 0.0272 / 0.0366 / 1.93
clock network: 0.297 / 0.261 / 0.558 / 0.276
registers: 0.638 / 0.00310 / 0.641 / 1.55
No activity file was given, so power comes from the tool's default toggle rates.
