--- ./config.mk ---
export PLATFORM = sky130hd
export DESIGN_NAME = TC2
export DESIGN_NICKNAME = TC2
export VERILOG_FILES = /design/flow/design.v
export SDC_FILE = /design/flow/constraint.sdc
export NUM_CORES = 4
export LEC_CHECK = 1
export CORE_UTILIZATION = 30
--- ./constraint.sdc ---
current_design TC2

set clk_period 7.3
set clk_io_pct 0.2

create_clock -name clk0 -period $clk_period [get_ports {clk}]

set non_clock_inputs [all_inputs -no_clocks]
set_input_delay [expr $clk_period * $clk_io_pct] -clock clk0 $non_clock_inputs
set_output_delay [expr $clk_period * $clk_io_pct] -clock clk0 [all_outputs]
--- ./design.v ---
`timescale 1ns / 1ps
`timescale 1ns / 1ps
module TC2(
    input clk,
    input reset,
    input [31:2] Addr,
    input WE,
    input [31:0] Din,
    output [31:0] Dout,
    output IRQ
    );
	reg [1:0] state;
	reg [31:0] mem [2:0];
	reg _IRQ;
	assign IRQ = mem[0][3] & _IRQ;
	assign Dout = mem[Addr[3:2]];
	wire [31:0] load = Addr[3:2] == 0 ? {28'h0, Din[3:0]} : Din;
	integer i;
	always @(posedge clk) begin
		if(reset) begin
			state <= 0; 
			for(i = 0; i < 3; i = i+1) mem[i] <= 0;
			_IRQ <= 0;
		end
		else if(WE) begin
			mem[Addr[3:2]] <= load;
		end
		else begin
			case(state)
				2'b00 : if(mem[0][0]) begin
					state <= 2'b01;
					_IRQ <= 1'b0;
				end
				2'b01 : begin
					mem[2] <= mem[1];
					state <= 2'b10;
				end
				2'b10  : 
					if(mem[0][0]) begin
						if(mem[2] > 1) mem[2] <= mem[2]-1;
						else begin
							mem[2] <= 0;
							state <= 2'b11;
							_IRQ <= 1'b1;
						end
					end
					else state <= 2'b00;
				default : begin
					if(mem[0][2:1] == 2'b00) mem[0][0] <= 1'b0;
					else _IRQ <= 1'b0;
					state <= 2'b00;
				end
			endcase
		end
	end
endmodule
--- ./run.sh ---
#!/bin/bash
# OpenROAD 26Q1-2900-gdf79404cd8, Yosys 0.63+post, stock flow scripts
make -C /OpenROAD-flow-scripts/flow DESIGN_CONFIG=/design/flow/config.mk WORK_HOME=/design/flow/orfs finish
==> flow_metrics.py <==
# Synthesis and PnR figures
metrics = {
    "sta": {
        "max_freq_mhz": 201,
        "max-slew-margin-rel_pct": 45.8,
        "finalCritPeriodShare_pct": 68.2,
        "hold_violations": 0,
        "worst_slew_pin_slew_ns": 0.810,
        "grt_setup_unrepaired": "no",
        "setup_viol": 0,
        "final-max-slew-violation-count": 0,
        "min_period_ns": 4.98,
        "skew_ns": 0.00672,
        "timing.setup.tns_ns": 0,
    },
    "clock_tree": {
        "hold_buffers": 0,
        "max-clock-path-buffers": 2,
        "numCtsBuffers": 17,
        "cts_max_level": 4,
        "clock_sinks": 133,
        "postCtsResizedCells": 0,
        "root_buffer": "clkbuf_16",
        "cts_post_setup_buffers_inserted": 0,
        "clk_pin_slew_worst_paths_ns": 0.05,
        "clkLatencyLatePin_ns": 0.42,
        "tritoncts": "done",
    },
    "logic_synthesis": {
        "synth_top_cell_by_area": "edfxtp_1",
        "synth_cells": 552,
        "edf_count": 128,
        "syn_area_per_cell_um2": 12.3,
        "synth.distinct_cells": 54,
        "ys_warn_count": 1,
        "yosysCellCount": 552,
        "synth-main-ff-cell": "edfxtp_1",
        "seq_area_frac_synth_pct": 58.0,
        "synth-seq-cells": 133,
        "netlist_area_um2": 6800,
        "netlist.area_leader.share_pct": 56.6,
        "synth-async-reset-ratio_pct": 0,
        "yosys_area_um2": 6800,
        "synthTopCellsByArea": "edfxtp_1 (57%), mux4_2 (11%), nor2_1 (4.5%)",
    },
    "floorplanning": {
        "fp.dieH_um": 153,
        "chip_area_um2": 23300,
        "ioPinCount": 98,
        "die_w_um": 153,
        "core_area_um2": 22000,
        "fp_util_pct": 30.9,
        "rows": 54,
    },
    "grt": {
        "grt_pass1_vias": 4945,
        "grt_start_max_net_pins": 40,
        "grt.total_usage_pct": 17.3,
        "antenna_found_initial": 0,
        "globalRouteOverflowTotal": 0,
        "grt_pass1_wl_um": 28600,
    },
    "routing": {
        "antenna_left": 0,
        "wl_per_cell_um": 19.5,
        "viasPerCell": 5.12,
        "totalWireLength_um": 18400,
        "drtIter0Drc": 347,
        "drc": 0,
        "dr.pass1.iters": 17,
        "vias": 4828,
    },
    "final_layout": {
        "fin_util_pct": 38.8,
        "layout-drive-gt1-share_pct": 15.3,
        "syn_to_final_growth_pct": 25.9,
        "design_area_um2": 8560,
    },
    "placement": {
        "portBuffers": 69,
        "placed_cell_area_um2": 7960,
        "gp_congestion": 0.822,
        "dp_hpwl_um": 11500,
    },
    "worst_setup_path": {
        "crit_chain": "buf_2, buf_4, mux4_2, clkdlybuf4s50_1",
        "cp-end-kind": "output pin",
        "crit_path_start_kind": "input pin",
        "critPathMaxFanout": 21,
        "crit_arrival_ns": 3.52,
        "r2r-start": "mem[2][5]",
        "r2r_slack_ns": 4.50,
        "critical_path.slowest_cell": "mux4_2",
        "regToRegEndpoint": "mem[2][10]",
        "rr_worst_depth": 6,
        "slowest_delay_ns": 0.62,
        "cp.required_ns": 5.84,
        "cp_top_family": "buffers and inverters",
        "critPathKind": "in -> out",
        "critPathBufInv": 3,
    },
    "power": {
        "power_density_nw_per_um2": 233,
        "p_leak_nw": 3.14,
        "irDropWorstVdd_uv": 146,
    },
    "outcome": {
        "status": "completed",
    },
    "job": {
        "warning_count": 54,
        "max_cap_viol_count": 0,
    },
    "min_path": {
        "hold_depth": 2,
        "hp-class": "reg -> reg",
        "worstHoldStart": "state[3]",
        "whs_endpoint": "state[3]",
    },
}
==> logic make-up (layout without fill, tap and decap cells) <==
kind of cell	count (synthesis)	count (layout)	share of synthesized area (%)
AOI/OAI and AO/OA	58	58	6.02
xor gates and xnor gates	27	27	3.48
adders and majority gates	2	2	0.368
buffers and inverters	45	128	2.61
DFF	133	133	58.0
muxes	33	33	10.8
other	1	29	0.0552
and+or+nand+nor	253	253	18.7
==> power breakdown <==
part / total [mW] / leakage [nW] / internal [mW] / switching [mW]
Sequential: 0.911 / 1.31 / 0.885 / 0.0252
Combinational: 0.213 / 1.53 / 0.110 / 0.103
Clock: 0.869 / 0.299 / 0.564 / 0.305
==> synthesized netlist by cell type, types with 2 or more instances <==
cell	number
nand4_1	4
a221oi_1	9
and3_1	12
o21ai_1	2
and2_1	14
nor2_1	81
xor2_1	19
or4_1	6
and4_1	2
o211ai_1	3
a32o_1	2
nand3_1	30
nor4_1	13
a31oi_1	3
a21oi_1	20
or2_2	5
or3_1	6
nor3_1	24
edfxtp_1	128
xnor2_1	8
nand2_1	43
o31ai_1	2
mux4_2	32
dfxtp_1	5
clkbuf_1	31
inv_1	8
buf_1	4
nor4_2	4
ha_1	2
nand2b_1	3
o21ai_0	4
==> area by class of cell <==
type,count,area (µm²)
clock buffers,19,433
flip-flops and latches,133,3940
repair buffers,88,823
well taps,280,350
inverters,8,30.0
multi-input cells,401,2810
diodes,1,2.50
clock inverters,13,163
fillers,2101,13500
==> flip-flops by register name (all words and copies together), names as in the netlist <==
| signal | flops |
|---|---|
| _IRQ | 1 |
| mem | 128 |
| state | 4 |
==> metal layers <==
layer | up-vias | part of all wire, % | global-route usage [%] | wire length (µm)
li1 | 2276 | - | - | -
met1 | 2330 | 43 | 24.8 | 7820
met2 | 205 | 47 | 26.7 | 8700
met3 | 17 | 8.9 | 6.87 | 1630
met4 | 0 | 1.3 | 2.26 | 247
met5 | - | 0 | 0 | 0
==> per-stage QoR <==
step,power [mW],worst slack [ns],std cells,hold WS (ns)
CTS,2.01,2.29,942,0.452
detailed placement,1.14,2.29,910,0.444
finish,1.99,2.32,943,0.452
global placement,1.14,2.31,910,0.433
global route,2.07,2.17,942,0.462
floorplan,1.03,2.21,579,0.423
==> worst reg2reg max path: stages, from the launching register on <==
cell and delay (ns):
edfxtp_1 0.46, nor4_2 0.49, nand3_1 0.62, or3_1 0.56
xnor2_1 0.14, nand2_1 0.09, a311oi_1 0.27
==> cell usage in the layout, fill, tap and decap left out, types with 19 or more instances in the layout <==
cell | netlist | final
nor3_1 | 24 | 23
conb_1 | 1 | 28
nor2_1 | 81 | 81
a21oi_1 | 20 | 20
clkdlybuf4s50_1 | 0 | 67
nand3_1 | 30 | 30
buf_4 | 0 | 19
edfxtp_1 | 128 | 128
xor2_1 | 19 | 19
nand2_1 | 43 | 43
mux4_2 | 32 | 32
==> worst max-delay path by stage <==
| stage | end | slack, ns | cells after the start | start |
|---|---|---|---|---|
| 4_1_cts | Dout[22] | 2.29 | 4 | Addr[2] |
| 5_1_grt | Dout[14] | 2.17 | 4 | Addr[2] |
| 6_report | Dout[14] | 2.32 | 4 | Addr[2] |
Power and IR drop assume default switching activity.
